`/design/flow/design.v`:
```
module reg_file (
    input logic clk,                        
    input logic reset_n,                    
    input logic reg_write,                  
    input logic [4:0] raddr1, raddr2, waddr,  
    input logic [31:0] wdata,               
    output logic [31:0] rdata1, rdata2      
);
    logic [31:0] registers [31:0];
    always_ff @(posedge clk ,negedge reset_n) 
        begin
            if (!reset_n) begin
                for (int i = 0; i < 32; i++) begin
                    registers[i] <= 32'b0;
           end
        end 
          else if (reg_write && waddr != 5'd0)
             begin
                registers[waddr] <= wdata;  
               end
    end
    always_comb begin
        rdata1 = (raddr1 == 5'd0) ? 32'b0 : registers[raddr1];  
        rdata2 = (raddr2 == 5'd0) ? 32'b0 : registers[raddr2];  
    end
endmodule
```
`/design/flow/run.sh`:
```
#!/bin/bash
# OpenROAD 26Q1-2900-gdf79404cd8, Yosys 0.63+post, stock flow scripts
make -C /OpenROAD-flow-scripts/flow DESIGN_CONFIG=/design/flow/config.mk WORK_HOME=/design/flow/orfs finish
```
`/design/flow/config.mk`:
```
export PLATFORM = sky130hd
export DESIGN_NAME = reg_file
export DESIGN_NICKNAME = reg_file
export VERILOG_FILES = /design/flow/design.v
export SDC_FILE = /design/flow/constraint.sdc
export NUM_CORES = 4
export LEC_CHECK = 1
export CORE_UTILIZATION = 50
```
`/design/flow/constraint.sdc`:
```
current_design reg_file

set clk_period 8.1
set clk_io_pct 0.2

create_clock -name clk0 -period $clk_period [get_ports {clk}]

set non_clock_inputs [all_inputs -no_clocks]
set_input_delay [expr $clk_period * $clk_io_pct] -clock clk0 $non_clock_inputs
set_output_delay [expr $clk_period * $clk_io_pct] -clock clk0 [all_outputs]
```
==> Changelog: implementation <==
### Physical design

* DR vias at 48.50k
* Layout Area Growth over Synthesis at 12.59%
* Final hold viol count at 0
* CTS root buf: clkbuf_16
* Std-Cell Rows at 119
* Largest net degree at the start of global routing at 121
* CTS H-tree lvls at 3
* Main area contributors: dfrtp_1 (47%), mux2_2 (21%), nand3_1 (11%)
* Die ar. at 107300 µm²
* First-pass GRT wire length at 363.0 mm
* GP Congestion at 1.030
* Average size of a mapped cell at 10.61 µm²
* Status: complete, no violations
* RSZ-0062 raised after global routing: false
* Grt total ovfl at 0
* Starting density of the core at 0.5035
* Router iterations before antenna repair at 9
* Total CTS buffers at 108
* Tmin final at 7.309 ns
* Post-CTS Resized at 0
* Clock slew at reported path FFs at 0.06 ns
* Most frequent cells after synthesis: nand3_1 (1134), mux2_2 (998), dfrtp_1 (992)
* Cell Pwr Density at 241.2 nW/µm²
* Placed cell area at 55820 µm²
* Max Clk Rate at 136.8 MHz
* Total Power at 14.40 mW
* DP Wirelength at 154.7 mm
* CP Capture Type: output port
* Clk buf depth at 3
* Maximum vdd ir drop at 0.0002085 V
* Yosys reg bits at 992
* IO buf count at 113
* Max-cap violations at 0
* Gate Count Post-Synth at 4998
* Count of library flops with an enable pin at 0
* Seq share, synth at 0.4683
* CP max stage cell: a2111oi_0
* Die Ht at 327.6 µm
* Post-layout period usage at 0.9023
* Largest registers: registers (992)
* Final Max Slew Viols at 0
* Fin area at 59680 µm²
* Max reg flops at 992
* Synth top cell by count: nand3_1
* Maximum fanout along the worst path at 19
* Synth warn at 2
* CTS tree: done
* Dominant register cell: dfrtp_1
* Clk ins delay skew pair at 0.73 ns
* FF-to-FF path depth at 1
* Top-area cell share at 0.4683
* Gr usage total at 0.5056
* Routed Antenna Nets at 0
* Layout cells sized above 1 at 0.3057
* Drt first-iter violations at 7008
* Slew @ Worst Pin at 1.348 ns
* Wire length per cell at 40.56 µm
* Hold Crit Depth at 1
* Yosys Instances at 4998
* Async set-reset flop share out of synthesis at 1.000
* CP cell instances: clkdlybuf4s50_1 -> and3b_4 -> and2_1 -> a221o_1 -> a2111oi_0 -> a21oi_1 -> clkdlybuf4s50_1
* Yosys stat chip area at 53010 µm²
* Core Region at 105300 µm²
* # DRC at 0
* Routed WL at 259.4 mm
* Worst clock skew at 0 ns
* Top reg by flops: registers
* WP data arrival at 5.69 ns
* Leak Pwr at 25.57 nW
* Clock Sinks at 992
* Tool warning count at 45
* Initial antenna violation count at 24
* CTS Hold Bufs at 0
* CP peak stage delay at 1.05 ns
* Setup violations, final at 0
* I/O pin count at 114
* Most common cell on crit path: clkdlybuf4s50_1
* Yosys top cell by area: dfrtp_1
* Slew HR at 0.07823
* Setup bufs post-CTS at 0
* Critical path data required time at 6.48 ns
* CP Class: input port to output port
* Setup tns final at 0 ns
* Hold Crit Class: flop to flop
* DIE WIDTH at 327.6 µm
* Via count of the first global-routing pass at 46.89k
* Netlist cell types at 73
* Setup crit start kind: input port
* Mapped Area at 53010 µm²
* Via/cell ratio at 7.582
==> per-stage QoR <==
step | worst slack, ns | hold WS, ns | utilization | std cells
global placement | 1.098 | 0.4970 | 0.5303 | 6176
floorplan | 3.465 | 0.4852 | - | 4998
global route | 0.9533 | 0.5388 | 0.5666 | 6380
CTS | 1.093 | 0.5155 | 0.5665 | 6376
detailed placement | 1.156 | 0.5002 | 0.5303 | 6176
finish | 0.7912 | 0.5166 | 0.5669 | 6396
==> cell type report <==
type | count | area, µm²
flip-flops and latches | 992 | 24820
fillers | 8818 | 45590
diodes | 20 | 50.05
clock buffers | 156 | 3164
well taps | 1391 | 1740
inverters | 2 | 7.507
multi-input cells | 3428 | 26040
clock inverters | 44 | 645.6
repair buffers | 363 | 3208
==> critical path, delay by kind of cell <==
kind	cells	cell delay, ns
AND/OR/NAND/NOR	2	0.92
AND-OR/OR-AND	3	1.88
buffers and inverters	2	1.25
==> per-layer routing <==
metal / GRT usage / share of wire
met2: 0.6470 / 0.40
met5: 0.03505 / 0.0023
met1: 0.6682 / 0.35
met4: 0.3082 / 0.081
met3: 0.2913 / 0.17
==> path summary, 6_finish.rpt <==
check	from	end	slack [ns]
worst min-delay path	registers[11][13]	registers[11][13]	0.52
worst max register to register	registers[18][17]	registers[18][17]	7.17
min in group asynchronous	reset_n	registers[26][28]	0.91
worst min register to register	registers[11][13]	registers[11][13]	0.52
max in group asynchronous	reset_n	registers[4][3]	5.29
worst max-delay path	raddr2[2]	rdata2[19]	0.79
==> logic make-up (layout without fill, tap and decap cells) <==
group,count (synthesis),count (layout),synth area share
other,0,20,0
AND-OR/OR-AND,511,511,0.07129
multiplexers,1014,1014,0.2153
AND/OR/NAND/NOR,1903,1903,0.1975
buffers and inverters,578,565,0.04763
flip-flops,992,992,0.4683
==> power by group <==
part	switching (mW)	total, mW	internal (mW)
sequential	0.930	6.85	5.92
clock	2.18	5.36	3.18
combinational	1.11	2.19	1.08
==> layout by cell type (no fill, tap or decap), drive strengths merged, types with 53 or more instances in the layout <==
| cell type | instances |
|---|---|
| nand3 | 1134 |
| a22oi | 156 |
| and3 | 132 |
| clkbuf | 156 |
| nand4 | 290 |
| dfrtp | 992 |
| a21oi | 107 |
| nand2 | 57 |
| a31oi | 53 |
| buf | 258 |
| clkdlybuf4s50 | 105 |
| mux2 | 999 |
| nor4 | 76 |
No activity file was given, so power comes from the tool's default toggle rates.
