## run.sh

```bash
#!/bin/bash
# OpenROAD 26Q1-2900-gdf79404cd8, Yosys 0.63+post, stock flow scripts
make -C /OpenROAD-flow-scripts/flow DESIGN_CONFIG=/design/flow/config.mk WORK_HOME=/design/flow/orfs finish
```

## config.mk

```make
export PLATFORM = sky130hd
export DESIGN_NAME = program_counter
export DESIGN_NICKNAME = program_counter
export VERILOG_FILES = /design/flow/design.v
export SDC_FILE = /design/flow/constraint.sdc
export NUM_CORES = 4
export LEC_CHECK = 1
export CORE_UTILIZATION = 30
```

## constraint.sdc

```tcl
current_design program_counter

set clk_period 4.0
set clk_io_pct 0.2

create_clock -name clk0 -period $clk_period [get_ports {clk}]

set non_clock_inputs [all_inputs -no_clocks]
set_input_delay [expr $clk_period * $clk_io_pct] -clock clk0 $non_clock_inputs
set_output_delay [expr $clk_period * $clk_io_pct] -clock clk0 [all_outputs]
```

## design.v

```verilog
`timescale 1ns / 1ps
module program_counter 
#(parameter n = 32 )
(
    input logic clk,              
    input logic reset_n,          
    input logic [n-1:0] data_in,  
    output logic [n-1:0] data_o   
);
    logic [n-1:0] pc_reg;
        always_ff @(posedge clk or negedge reset_n) 
        begin
        if (!reset_n) begin
            pc_reg <= {n{1'b0}};  
        end 
        else if (pc_reg<n-1)
        begin
        pc_reg<= pc_reg+4;
        end
        else begin
            pc_reg <= data_in;    
        end
    end
    assign data_o = pc_reg;
endmodule
```

==> out/qor.csv <==
metric,value,unit
Placed Cells,195,
Net Sw Frac,19.0,%
setup TNS,0,ps
GR Util All Layers,14.0,%
Logic pwr share,11.3,%
WL per Instance,12.8,um
fillers,317,
Yosys chip area,1180,sq um
adder share,1.06,%
Top non-seq family,simple AND/OR/NAND/NOR gates,
die height,64.7,um
PwrDens,365,nW/um^2
outcome,finished clean,
CTS max path bufs,2,
DIE WIDTH,64.7,um
XOR/XNOR Fraction of Synth Area,0.742,%
ys cells,83,
core area,3720,sq um
Synth cell types,16,
fraction of layout cells with a size suffix above 1,9.68,%
Fmax achieved,438,MHz
final setup fails,0,
Worst Clk Skew,12.7,ps
Clock power frac,40.4,%
Crit. End Element,flip-flop,
row count,22,
max-cap viol count,0,
yosys warns,1,
Tmin final,2280,ps
Synthesized registers,32,
cell internal pwr,0.000589,W
Late-Pin Clk Latency,280,ps
CTS Hold Bufs,0,
Pre-antenna DRT Iters,2,
clk root buf,clkbuf_8,
TritonCTS clock tree,yes,
Gate Count Post-Synth,83,
H-tree depth,2,
kind of critical path,flip-flop to flip-flop,
logic area,358,sq um
sequential share of power,48.3,%
Critical Path Start Type,flip-flop,
via/cell ratio,4.27,
fp_density,31.8,%
grt total ovfl,0,
Hold Crit Class,flip-flop to flip-flop,
CTS buffer count,5,
cts repair resizes,0,
Fin. Hold Viols,0,
dpl hpwl,1.98,mm
"Compound Share, Synth",2.12,%
most frequent logic cell in the layout,clkdlybuf4s50_1,
first-pass GRT wire length,4.29,mm
actual slew at the worst max-slew pin,619,ps
Top cells excl fill/tap,"65 x clkdlybuf4s50_1, 32 x dfrtp_1, 26 x nor2b_1",
DRC viols,0,
Area Overhead vs Synth,68.8,%
"critical path fanouts, max",16,
CP required,4150,ps
syn_area_per_cell,14.2,sq um
antenna violation net count after detailed routing,0,
CP arrival,2440,ps
"Cell Area, Synth",1180,sq um
Post-Route WL,2.60,mm
RSZ-0062 raised after global routing,false,
gpl congestion,0.733,
largest net degree at the start of global routing,33,
Register Area,801,sq um
final non-filler cell total,203,
vias in the first global route,910,
chip area,4190,sq um
Post-CTS Setup Inserts,0,
"Reg clk slew, reported paths",70,ps
Post-synth seq share,67.9,%
Leakage,0.814,nW
CTS sink cnt,32,
Synth mux share,3.82,%
Via Count,867,
max reg flops,32,
VDD IR max,0.289,mV
worst rel slew slack,58.7,%
ant diodes,0,
Sw Pwr,0.000138,W
Port Buffers,65,
Final Cycle Share,57.1,%
post-layout util,53.6,%
initial antenna violation count,0,
tool warning count,25,
fin. max-slew vios,0,
Basic Gates by Area,22.6,%
DRT iter0 DRCs,17,
Ports,66,
layer usage:
metal / up-vias / global-route usage [%] / wire [um]
li1: 420 / - / -
met1: 402 / 19.7 / 1040
met2: 41 / 22.1 / 1290
met3: 4 / 4.64 / 228
met4: 0 / 2.22 / 39
met5: - / 0 / 0
synth_stat cells:
library cell	instances	area share [%]
nor2_2	1	0.53
nand3_1	1	0.42
o31ai_1	2	1.3
o21ai_0	2	0.85
nor2b_1	26	14
nand4_2	1	1.1
nand4_1	2	1.1
mux2_1	4	3.8
buf_2	2	0.85
nor4_2	4	4.2
buf_6	1	0.95
nor3_1	1	0.42
dfrtp_1	32	68
xor2_1	1	0.74
ha_1	1	1.1
nor4_1	2	1.1
critical path, stage by stage (launching register included):
cell and delay (ps):
dfrtp_1 390, nor4_2 350, nand4_2 200, nor2_2 550, buf_4 330, mux2_1 340
worst paths after layout:
path | startpoint | end | slack [ps] | depth (start not counted)
max in group asynchronous | reset_n | pc_reg[18]$_DFF_PN0_ | 2790 | 2
worst max-delay path | pc_reg[20]$_DFF_PN0_ | pc_reg[3]$_DFF_PN0_ | 1720 | 5
worst min register to register | pc_reg[2]$_DFF_PN0_ | pc_reg[2]$_DFF_PN0_ | 520 | 1
worst min-delay path | pc_reg[2]$_DFF_PN0_ | pc_reg[2]$_DFF_PN0_ | 520 | 1
worst max register to register | pc_reg[20]$_DFF_PN0_ | pc_reg[3]$_DFF_PN0_ | 1720 | 5
min in group asynchronous | reset_n | pc_reg[0]$_DFFE_PN0P_ | 900 | 2
layout make-up:
| class | count | area share, % |
|---|---|---|
| repair buffers | 67 | 33.4 |
| multi-input cells | 48 | 18.0 |
| well taps | 48 | 3.02 |
| flip-flops and latches | 32 | 40.2 |
| clock inverters | 2 | 1.76 |
| clock buffers | 6 | 3.64 |
power by group through the flow:
| stage | logic (W) | registers (W) | clock network, W |
|---|---|---|---|
| after CTS | 0.0000844 | 0.000352 | 0.000305 |
| after global routing | 0.0000911 | 0.000353 | 0.000323 |
| final | 0.0000823 | 0.000351 | 0.000294 |
logic make-up (layout without fill, tap and decap cells):
logic type,Yosys count,in the layout
buffers and inverters,3,75
AND/OR/NAND/NOR,38,38
flip-flops,32,32
multiplexers,4,4
adder cells (fa/ha/maj),1,1
XOR/XNOR,1,1
AND-OR/OR-AND,4,4
metrics by stage:
stage          power, W  hold slack [ps]  setup slack (ps)  instance area (sq um)
2_1_floorplan  0.000366              463              2420                   1180
3_3_place_gp   0.000441              507              1760                   1880
3_5_place_dp   0.000441              520              1690                   1880
4_1_cts        0.000741              530              1670                   1990
5_1_grt        0.000767              539              1480                   1990
6_report       0.000727              524              1720                   1990
Power and IR drop assume default switching activity.
